`flow/run.sh`:
```
#!/bin/bash
# OpenROAD 26Q1-2900-gdf79404cd8, Yosys 0.63+post, stock flow scripts
make -C /OpenROAD-flow-scripts/flow DESIGN_CONFIG=/design/flow/config.mk WORK_HOME=/design/flow/orfs finish
```
`flow/config.mk`:
```
export PLATFORM = sky130hd
export DESIGN_NAME = cam
export DESIGN_NICKNAME = cam
export VERILOG_FILES = /design/flow/design.v
export SDC_FILE = /design/flow/constraint.sdc
export NUM_CORES = 4
export LEC_CHECK = 1
export CORE_UTILIZATION = 50
export SYNTH_HDL_FRONTEND = slang
```
`flow/constraint.sdc`:
```
current_design cam

set clk_period 18268.8
set clk_io_pct 0.2

create_clock -name clk0 -period $clk_period [get_ports {clk}]

set non_clock_inputs [all_inputs -no_clocks]
set_input_delay [expr $clk_period * $clk_io_pct] -clock clk0 $non_clock_inputs
set_output_delay [expr $clk_period * $clk_io_pct] -clock clk0 [all_outputs]
```
`flow/design.v`:
```
`timescale 1ns / 1ps
module cam #(
    parameter DATA_WIDTH = 64,
    parameter ADDR_WIDTH = 5,
    parameter CAM_STYLE = "SRL",
    parameter SLICE_WIDTH = 4
)
(
    input  wire                     clk,
    input  wire                     rst,
    input  wire [ADDR_WIDTH-1:0]    write_addr,
    input  wire [DATA_WIDTH-1:0]    write_data,
    input  wire                     write_delete,
    input  wire                     write_enable,
    output wire                     write_busy,
    input  wire [DATA_WIDTH-1:0]    compare_data,
    output wire [2**ADDR_WIDTH-1:0] match_many,
    output wire [2**ADDR_WIDTH-1:0] match_single,
    output wire [ADDR_WIDTH-1:0]    match_addr,
    output wire                     match
);
generate
    if (CAM_STYLE == "SRL") begin
        cam_srl #(
            .DATA_WIDTH(DATA_WIDTH),
            .ADDR_WIDTH(ADDR_WIDTH),
            .SLICE_WIDTH(SLICE_WIDTH)
        )
        cam_inst (
            .clk(clk),
            .rst(rst),
            .write_addr(write_addr),
            .write_data(write_data),
            .write_delete(write_delete),
            .write_enable(write_enable),
            .write_busy(write_busy),
            .compare_data(compare_data),
            .match_many(match_many),
            .match_single(match_single),
            .match_addr(match_addr),
            .match(match)
        );
    end else if (CAM_STYLE == "BRAM") begin
        cam_bram #(
            .DATA_WIDTH(DATA_WIDTH),
            .ADDR_WIDTH(ADDR_WIDTH),
            .SLICE_WIDTH(SLICE_WIDTH)
        )
        cam_inst (
            .clk(clk),
            .rst(rst),
            .write_addr(write_addr),
            .write_data(write_data),
            .write_delete(write_delete),
            .write_enable(write_enable),
            .write_busy(write_busy),
            .compare_data(compare_data),
            .match_many(match_many),
            .match_single(match_single),
            .match_addr(match_addr),
            .match(match)
        );
    end
endgenerate
endmodule
`timescale 1ns / 1ps
module cam_srl #(
    parameter DATA_WIDTH = 64,
    parameter ADDR_WIDTH = 5,
    parameter SLICE_WIDTH = 4
)
(
    input  wire                     clk,
    input  wire                     rst,
    input  wire [ADDR_WIDTH-1:0]    write_addr,
    input  wire [DATA_WIDTH-1:0]    write_data,
    input  wire                     write_delete,
    input  wire                     write_enable,
    output wire                     write_busy,
    input  wire [DATA_WIDTH-1:0]    compare_data,
    output wire [2**ADDR_WIDTH-1:0] match_many,
    output wire [2**ADDR_WIDTH-1:0] match_single,
    output wire [ADDR_WIDTH-1:0]    match_addr,
    output wire                     match
);
localparam SLICE_COUNT = (DATA_WIDTH + SLICE_WIDTH - 1) / SLICE_WIDTH;
localparam RAM_DEPTH = 2**ADDR_WIDTH;
localparam [1:0]
    STATE_INIT = 2'd0,
    STATE_IDLE = 2'd1,
    STATE_WRITE = 2'd2,
    STATE_DELETE = 2'd3;
reg [1:0] state_reg = STATE_INIT, state_next;
wire [SLICE_COUNT*SLICE_WIDTH-1:0] compare_data_padded = {{SLICE_COUNT*SLICE_WIDTH-DATA_WIDTH{1'b0}}, compare_data};
wire [SLICE_COUNT*SLICE_WIDTH-1:0] write_data_padded = {{SLICE_COUNT*SLICE_WIDTH-DATA_WIDTH{1'b0}}, write_data};
reg [SLICE_WIDTH-1:0] count_reg = {SLICE_WIDTH{1'b1}}, count_next;
reg [SLICE_COUNT-1:0] shift_data;
reg [RAM_DEPTH-1:0] shift_en;
reg [ADDR_WIDTH-1:0] write_addr_reg = {ADDR_WIDTH{1'b0}}, write_addr_next;
reg [SLICE_COUNT*SLICE_WIDTH-1:0] write_data_padded_reg = {SLICE_COUNT*SLICE_WIDTH{1'b0}}, write_data_padded_next;
reg write_busy_reg = 1'b1;
assign write_busy = write_busy_reg;
reg [RAM_DEPTH-1:0] match_raw_out[SLICE_COUNT-1:0];
reg [RAM_DEPTH-1:0] match_many_raw;
reg [RAM_DEPTH-1:0] match_many_reg = {RAM_DEPTH{1'b0}};
assign match_many = match_many_reg;
integer k;
always @* begin
    match_many_raw = ~shift_en;
    for (k = 0; k < SLICE_COUNT; k = k + 1) begin
        match_many_raw = match_many_raw & match_raw_out[k];
    end
end
priority_encoder #(
    .WIDTH(RAM_DEPTH),
    .LSB_PRIORITY("HIGH")
)
priority_encoder_inst (
    .input_unencoded(match_many_reg),
    .output_valid(match),
    .output_encoded(match_addr),
    .output_unencoded(match_single)
);
integer i;
genvar row_ind, slice_ind;
generate
    for (row_ind = 0; row_ind < RAM_DEPTH; row_ind = row_ind + 1) begin : row
        for (slice_ind = 0; slice_ind < SLICE_COUNT; slice_ind = slice_ind + 1) begin : slice
            reg [2**SLICE_WIDTH-1:0] srl_mem = {2**SLICE_WIDTH{1'b0}};
            always @* begin
                match_raw_out[slice_ind][row_ind] = srl_mem[compare_data_padded[SLICE_WIDTH * slice_ind +: SLICE_WIDTH]];
            end
            always @(posedge clk) begin
                if (shift_en[row_ind]) begin
                    srl_mem <= {srl_mem[2**SLICE_WIDTH-2:0], shift_data[slice_ind]};
                end
            end
        end
    end
endgenerate
always @(posedge clk) begin
    match_many_reg <= match_many_raw;
end
always @* begin
    state_next = STATE_IDLE;
    count_next = count_reg;
    shift_data = {SLICE_COUNT{1'b0}};
    shift_en = {RAM_DEPTH{1'b0}};
    write_addr_next = write_addr_reg;
    write_data_padded_next = write_data_padded_reg;
    case (state_reg)
        STATE_INIT: begin
            shift_en = {RAM_DEPTH{1'b1}};
            shift_data = {SLICE_COUNT{1'b0}};
            if (count_reg == 0) begin
                state_next = STATE_IDLE;
            end else begin
                count_next = count_reg - 1;
                state_next = STATE_INIT;
            end
        end
        STATE_IDLE: begin
            if (write_enable) begin
                write_addr_next = write_addr;
                write_data_padded_next = write_data_padded;
                count_next = {SLICE_WIDTH{1'b1}};
                if (write_delete) begin
                    state_next = STATE_DELETE;
                end else begin
                    state_next = STATE_WRITE;
                end
            end else begin
                state_next = STATE_IDLE;
            end
        end
        STATE_WRITE: begin
            shift_en = 1'b1 << write_addr;
            for (i = 0; i < SLICE_COUNT; i = i + 1) begin
                shift_data[i] = count_reg == write_data_padded_reg[SLICE_WIDTH * i +: SLICE_WIDTH];
            end
            if (count_reg == 0) begin
                state_next = STATE_IDLE;
            end else begin
                count_next = count_reg - 1;
                state_next = STATE_WRITE;
            end
        end
        STATE_DELETE: begin
            shift_en = 1'b1 << write_addr;
            shift_data = {SLICE_COUNT{1'b0}};
            if (count_reg == 0) begin
                state_next = STATE_IDLE;
            end else begin
                count_next = count_reg - 1;
                state_next = STATE_DELETE;
            end
        end
    endcase
end
always @(posedge clk) begin
    if (rst) begin
        state_reg <= STATE_INIT;
        count_reg <= {SLICE_WIDTH{1'b1}};
        write_busy_reg <= 1'b1;
    end else begin
        state_reg <= state_next;
        count_reg <= count_next;
        write_busy_reg <= state_next != STATE_IDLE;
    end
    write_addr_reg <= write_addr_next;
    write_data_padded_reg <= write_data_padded_next;
end
endmodule
`timescale 1ns / 1ps
module priority_encoder #
(
    parameter WIDTH = 4,
    parameter LSB_PRIORITY = "LOW"
)
(
    input  wire [WIDTH-1:0]         input_unencoded,
    output wire                     output_valid,
    output wire [$clog2(WIDTH)-1:0] output_encoded,
    output wire [WIDTH-1:0]         output_unencoded
);
parameter W1 = 2**$clog2(WIDTH);
parameter W2 = W1/2;
generate
    if (WIDTH == 1) begin
        assign output_valid = input_unencoded;
        assign output_encoded = 0;
    end else if (WIDTH == 2) begin
        assign output_valid = |input_unencoded;
        if (LSB_PRIORITY == "LOW") begin
            assign output_encoded = input_unencoded[1];
        end else begin
            assign output_encoded = ~input_unencoded[0];
        end
    end else begin
        wire [$clog2(W2)-1:0] out1, out2;
        wire valid1, valid2;
        priority_encoder #(
            .WIDTH(W2),
            .LSB_PRIORITY(LSB_PRIORITY)
        )
        priority_encoder_inst1 (
            .input_unencoded(input_unencoded[W2-1:0]),
            .output_valid(valid1),
            .output_encoded(out1)
        );
        priority_encoder #(
            .WIDTH(W2),
            .LSB_PRIORITY(LSB_PRIORITY)
        )
        priority_encoder_inst2 (
            .input_unencoded({{W1-WIDTH{1'b0}}, input_unencoded[WIDTH-1:W2]}),
            .output_valid(valid2),
            .output_encoded(out2)
        );
        assign output_valid = valid1 | valid2;
        if (LSB_PRIORITY == "LOW") begin
            assign output_encoded = valid2 ? {1'b1, out2} : {1'b0, out1};
        end else begin
            assign output_encoded = valid1 ? {1'b0, out1} : {1'b1, out2};
        end
    end
endgenerate
assign output_unencoded = 1 << output_encoded;
endmodule
```
==> results.txt <==
Status: complete, no violations
CP startpoint kind: flip-flop
Crit path max-delay cell type: nor4_4
Layout cells sized above 1: 25.8%
Crit path buffers/inverters: 3
Largest net degree at the start of global routing: 146
Storage cell area: 249000 um^2
Syn Std Cell Area: 315000 um^2
Initial antenna violation count: 68
Post-synth EDFFs: 8256
PwrDens: 0.107 nW/um^2
CP max stage delay: 0.92 ns
Simple share: 1.27%
Resized Gates After CTS: 0
CTS buffer count: 821
Grt ovf: 0
Final Skew: 0.0516 ns
Power, Total: 38.0 uW
CP Class: flip-flop to primary output
CP delay by family, top: simple AND/OR/NAND/NOR gates
First-pass GRT wire length: 1200000 um
XOR Share, Synth: 0.184%
Seq share, synth: 79.1%
Clock latency at the later pin of the worst-skew pair: 1.17 ns
Routed wire length: 843000 um
Pleak: 0.137 uW
Max Root-Sink Buffers: 4
Via-to-Cell Ratio: 6.27
Fmax: 0.000273 GHz
PortBufs: 207
WP data required: 14615.04 ns
Post-synthesis cell type count: 72
Horiz. Die Dim: 795 um
CTS sink count: 8297
Initial DRC count: 10600
Fillers: 43700
Post-synthesis compound-gate area fraction: 1.89%
Max cap viols: 0
TritonCTS clock tree: yes
Post-synth ARST share: 0%
Max rail drop VDD: 0.0869 uV
Clock root buffer: clkbuf_16
DIE HEIGHT: 795 um
Mux share: 16.5%
WP data arrival: 5.51 ns
Gp weighted congestion: 0.915
TNS Setup: 0 ns
Num rows: 290
Post-CTS setup buffers: 0
Dominant comb cell: multiplexers
Yosys Chip Area: 315000 um^2
Post-Synth Adder-Cell Area: 0.00398%
Worst Hold Class: flip-flop to flip-flop
Post-CTS Hold Buffers: 0
Crit. End Element: primary output
CP Max Fanout: 17
Synth-to-layout area growth: 12.6%
Gr usage total: 30.6%
H-tree depth: 6
Cells after synthesis: 13400
Crit path cell chain: nor4_4 > nand2_1 > or4_1 > o31ai_4 > buf_4 > inv_2 > nor4_1 > clkdlybuf4s50_1
Routed Antenna Nets: 0
Number of flip-flops in the largest register: 8192
RSZ-0062 raised after global routing: no
Chip Area: 632000 um^2
I/O pin count: 208
Max-slew violations: 0
Post-place setup slack: 14609.40 ns
Worst Hold Path Cells: 0
Yosys Instances: 13400
Synthesized area per cell: 23.4 um^2
Hold Slack: 0.403 ns
Fin worst setup slack: 14609.50 ns
Synth Flop Type: edfxtp_1
Vias in the first global route: 166000
Vias: 147000
Final hold violation count: 0
DPL Wire Length: 541000 um
Critical path depth in cells: 8
Initial Utilization: 50.3%
Least-Margin Pin Slew: 1.26 ns
Routed WL per cell: 36.0 um
Worst r2r path cells: 7
Clock transition at path regs: 0.06 ns
Drt pass-1 iters: 7
Final setup viols: 0
Ys Warns: 0
Comb area: 62700 um^2
OpenROAD warnings: 74
Core box area: 625000 um^2
Drt drc: 0
Ys flops: 8297
Max transition margin: 15.5%
==> cell usage after synthesis (all sizes together) (5+ instances only) <==
master	count	area share, %
a21o	31	0.074
xor2	48	0.13
a211oi	70	0.17
nand2	304	0.36
or2	6	0.012
a21oi	210	0.33
mux2i	658	2.1
a222oi	5	0.016
nand3	46	0.073
o22ai	83	0.17
clkinv	5	0.0060
o31ai	6	0.019
nand4	70	0.14
inv	30	0.036
a311oi	9	0.025
nor2	89	0.11
and3	7	0.014
o221ai	205	0.58
clkbuf	316	0.38
nor4	98	0.21
a32o	7	0.022
o211ai	7	0.017
edfxtp	8256	79
buf	395	0.72
o21a	5	0.012
mux4	1986	14
nor3	64	0.10
o21ai	24	0.038
dfxtp	41	0.26
o32ai	10	0.028
mux2	40	0.14
a32oi	59	0.16
and2	49	0.097
a31oi	23	0.046
xnor2	18	0.050
nand2b	24	0.048
a221oi	16	0.045
a22oi	20	0.048
nor2b	32	0.064
==> through the flow <==
step	cell area (um^2)	utilization, %	std cells
5_1_grt	354000	56.6	23300
3_3_place_gp	328000	52.5	21800
4_1_cts	354000	56.6	23300
3_5_place_dp	328000	52.5	21800
6_report	354000	56.7	23400
2_1_floorplan	315000	-	13400
==> worst register-to-register path: stages, from the launching register on <==
cell and delay, ns:
dfxtp_1 0.65, buf_4 0.46, nor2_1 0.31, nor3_1 0.83, a21o_4 0.78, buf_4 0.70, buf_4 0.66, buf_4 0.77
==> layout make-up <==
type	instances	area share, %
Clock buffer	1039	6.16
Sequential cell	8297	70.2
Multi-Input combinational cell	4380	17.7
Inverter	35	0.0480
Clock inverter	473	1.05
Timing Repair Buffer	758	1.83
Antenna cell	115	0.0812
Tap cell	8322	2.94
==> kinds of logic after synthesis <==
group           after synthesis
compound gates              824
xor+xnor                     66
fa+ha+maj                     1
buf+inv                     746
flops                      8297
mux                        2684
simple gates                805
==> where the power goes <==
group / internal, uW / switching [uW]
combinational: 0.312 / 0.817
sequential: 20.6 / 0.00417
clock: 8.98 / 7.17
total: 29.9 / 7.99
==> cells in the final DEF, fill, tap and decap left out, drive strengths merged, types with 18 or more instances in the layout <==
cell / instances
clkbuf: 1049
clkinv: 407
nor4: 98
a21oi: 210
a211oi: 70
inv: 46
nor2b: 32
a32oi: 59
o22ai: 83
xor2: 48
mux2i: 658
nand2: 304
o221ai: 205
mux4: 1986
xnor2: 18
a22oi: 20
o21ai: 24
nor2: 89
a21o: 31
bufinv: 38
dfxtp: 41
nand3: 46
diode: 115
nor3: 64
edfxtp: 8256
buf: 605
nand4: 70
and2: 49
mux2: 40
a31oi: 23
clkdlybuf4s50: 143
nand2b: 24
==> final timing paths <==
path,from,endpoint,slack (ns)
setup / recovery,genblk1.cam_inst.match_many[3],match_single[20],14609.53
setup reg to reg,genblk1.cam_inst.state_reg[1],genblk1.cam_inst.row[20].slice[14].srl_mem[11],18263.23
hold / removal,genblk1.cam_inst.row[6].slice[12].srl_mem[6],genblk1.cam_inst.row[6].slice[12].srl_mem[7],0.40
hold reg to reg,genblk1.cam_inst.row[6].slice[12].srl_mem[6],genblk1.cam_inst.row[6].slice[12].srl_mem[7],0.40
==> metal layers <==
layer	vias to the layer above	share of wire [%]	track usage, %	wire length, um
met5	-	0.41	4.02	3460
met4	123	4.3	9.73	36300
met3	1661	24	31.5	200000
met2	11100	43	38.8	365000
met1	74200	28	36.2	239000
li1	59700	-	-	-
Power and IR drop assume default switching activity.
